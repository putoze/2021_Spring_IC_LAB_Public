### design.v
module SME(clk,rst_n,chardata,isstring,ispattern,out_valid,match,match_index);
input clk;
input rst_n;
input [7:0] chardata;
input isstring;
input ispattern;
output reg match;
output reg [4:0] match_index;
output reg out_valid;
integer i;
localparam IDLE      = 3'b000;
localparam READ_S    = 3'b001;
localparam READ_P    = 3'b011;
localparam CAL       = 3'b010;
localparam DONE      = 3'b100;
localparam DOLLAR    = 8'h24;
localparam HEAD      = 8'h5E;
localparam SPACE     = 8'h20;
localparam DOT       = 8'h2E;
localparam STAR      = 8'h2A;
reg [7:0] stringdata_ff [0:33];
reg [7:0] pattern_ff[0:7];
reg [5:0] string_cnt,string_cnt_max;
reg [2:0] curr_state, next_state;
reg [7:0] com_seq_s[0:7],com_seq_p[0:7];
reg [5:0] cal_cnt,front_cnt;
reg [3:0] pat_cnt,star_loc;
reg  ispattern_ff,isstring_ff;
reg  match_f_ff;
reg  match_f,pre_match_f,back_match_f,front_or_back,cal_done;
reg  star_f,head_f,end_f;
wire [3:0] back_star_loc_select = star_f ? star_loc + 1 : 'd0;
wire back_done_temp = cal_cnt >= (string_cnt_max - pat_cnt + end_f + back_star_loc_select);
wire pre_done_temp  = cal_cnt >= (string_cnt_max - star_loc + end_f);
wire pre_done  = pre_done_temp  &&  front_or_back;
wire back_done = back_done_temp && !front_or_back;
wire [7:0] com_result;
wire read_s_done = (!isstring) && isstring_ff && curr_state == READ_S;
wire read_p_done = (!ispattern) && ispattern_ff && curr_state == READ_P;
wire com_match   = com_result == 8'b11111111;
wire state_IDLE   = curr_state == IDLE;
wire state_CAL    = curr_state == CAL;
wire state_DONE   = curr_state == DONE;
always @(posedge clk or negedge rst_n) begin
	if (!rst_n) begin
		curr_state <= IDLE;
	end
	else begin
		curr_state <= next_state;
	end
end
always @(*) begin
	case(curr_state)
	IDLE    : next_state = isstring_ff ? READ_S : ispattern_ff ? READ_P : IDLE;
	READ_S  : next_state = read_s_done ? READ_P : READ_S;
	READ_P  : next_state = read_p_done ? CAL : READ_P;
	CAL     : next_state = cal_done ? DONE : CAL;
	DONE    : next_state = IDLE;
	endcase
end
always @(posedge clk or negedge rst_n) begin
	if (!rst_n) begin
		match       <= 'd0;
		match_index <= 'd0;
		out_valid   <= 'd0;
	end
	else begin
		if (state_DONE) begin
			if (match_f_ff) begin
				match       <= 'd1;
				out_valid   <= 'd1;
				if (star_f) begin
					match_index <= head_f ? front_cnt : front_cnt - 'd1;
				end
				else begin
					match_index <= head_f ? cal_cnt : cal_cnt - 'd1;
				end
			end
			else begin
				match       <= 'd0;
				match_index <= 'd0;
				out_valid   <= 'd1;
			end
		end
		else begin
			match       <= 'd0;
			match_index <= 'd0;
			out_valid   <= 'd0;
		end
	end
end
always @(posedge clk or negedge rst_n) begin
	if(~rst_n) begin
		ispattern_ff <= 0;
		isstring_ff  <= 0;
	end 
	else begin
		if (ispattern) begin
			ispattern_ff <= 1;
		end
		else if (isstring) begin
			isstring_ff  <= 1;
		end
		else if (state_DONE) begin
		    ispattern_ff <= 0;
		    isstring_ff  <= 0;
		end
	end
end
generate
	genvar idx;
	for(idx=0;idx<8;idx=idx+1) begin
		assign com_result[idx] = (com_seq_s[idx] == com_seq_p[idx]) | (com_seq_p[idx] == DOT) ;
	end
endgenerate
always @(posedge clk or negedge rst_n) begin
	if (!rst_n) begin
		for(i=1;i<34;i=i+1) begin
			stringdata_ff[i] <= 8'd0;
		end
		stringdata_ff[0] <= SPACE;
	end
	else begin
		if (isstring) begin
			stringdata_ff[string_cnt] <= chardata;
		end
		else if(read_s_done) begin
			stringdata_ff[string_cnt] <= SPACE;
		end
	end
end
always @(posedge clk or negedge rst_n) begin
	if (!rst_n) begin
		for(i=0;i<8;i=i+1) begin
			pattern_ff[i] <= DOT;
		end
	end
	else begin
		if (state_DONE) begin
			for(i=0;i<8;i=i+1) begin
				pattern_ff[i] <= DOT;
			end
		end
		else if(ispattern) begin
			if (chardata == HEAD || chardata == DOLLAR) begin
				pattern_ff[pat_cnt] <= SPACE;
			end
			else begin
				pattern_ff[pat_cnt] <= chardata;
			end
		end
	end
end
always @(posedge clk or negedge rst_n) begin
	if (!rst_n) begin
		match_f_ff <= 0;
	end
	else begin
		if (cal_done) begin
			match_f_ff <= match_f;
		end
		else if(pre_match_f) begin
			match_f_ff <= 1;
		end
		else if(state_DONE) begin
			match_f_ff <= 0;
		end
	end
end
always @(posedge clk or negedge rst_n) begin
	if (!rst_n) begin
		string_cnt <= 'd1;
	end
	else if (isstring) begin
		string_cnt <= string_cnt + 'd1;
	end
	else begin
		string_cnt <= 'd1;
	end
end
always @(posedge clk or negedge rst_n) begin
	if (!rst_n) begin
		string_cnt_max <= 'd0;
	end
	else if (read_s_done) begin
		string_cnt_max <= string_cnt;
	end
end
always @(posedge clk or negedge rst_n) begin
	if (!rst_n) begin
		pat_cnt <= 'd0;
	end
	else begin
		if (ispattern) begin
			pat_cnt <= pat_cnt + 'd1;
		end
		else if(state_DONE) begin
			pat_cnt <= 'd0;
		end
	end
end
always @(posedge clk or negedge rst_n) begin
	if (!rst_n) begin
		star_loc <= 'd0;
		star_f   <= 0;
		head_f   <= 0;
		end_f    <= 0;
	end
	else if (ispattern) begin
		if(chardata == STAR) begin
			star_loc <= pat_cnt;
			star_f   <= 1;	
		end
		else if (chardata == HEAD) begin  
			head_f <= 1;
		end
		else if (chardata == DOLLAR) begin
			end_f  <= 1;
		end
	end
	else if(state_DONE) begin
	    star_loc <= 'd0;
		star_f   <= 0;
		head_f   <= 0;
		end_f    <= 0;
	end
end
always @(posedge clk or negedge rst_n) begin
	if (!rst_n) begin
		cal_cnt <= 'd0;
	end
	else begin
		if (state_CAL) begin
			if (back_done) begin
				cal_cnt <= front_cnt;
			end
			else if (match_f) begin
				cal_cnt <= cal_cnt;
			end
			else if (pre_match_f) begin
				if (cal_cnt == 'd0) begin
					cal_cnt <= star_loc;
				end
				else begin
					cal_cnt <= cal_cnt + star_loc;
				end
			end
			else begin
				cal_cnt <= cal_cnt + 'd1;
			end
		end
		else if(read_p_done) begin
			cal_cnt <= head_f ? 'd0 : 'd1;
		end
	end
end
always @(posedge clk or negedge rst_n) begin
	if (!rst_n) begin
		front_cnt <= 'd0;
	end
	else begin
		if (state_CAL && pre_match_f) begin
			front_cnt <=  cal_cnt ;
		end
	end
end
always @(*) begin
	for(i=0;i<8;i=i+1) begin
		if (cal_cnt+i <= string_cnt_max) begin
			com_seq_s[i] = stringdata_ff[cal_cnt+i];
		end
		else begin
			com_seq_s[i] = 'd0;
		end
	end
end
always @(*) begin
	if (state_CAL) begin
		if (!star_f) begin
			for(i=0;i<8;i=i+1) begin
				com_seq_p[i] = pattern_ff[i];
			end
		end
		else begin
			if(front_or_back) begin
				for(i=0;i<8;i=i+1) begin
					if(i < star_loc) begin
						com_seq_p[i] = pattern_ff[i];
					end
					else begin
						com_seq_p[i] = DOT;
					end
				end
			end
			else begin
				for(i=0;i<8;i=i+1) begin
					if((i + star_loc + 1) < pat_cnt) begin
						com_seq_p[i] = pattern_ff[i + star_loc + 1];
					end
					else begin
						com_seq_p[i] = DOT;
					end
				end
			end
		end
	end
	else begin
		for(i=0;i<8;i=i+1) begin
			com_seq_p[i] = 'd0;
		end
	end
end
always @(*) begin
	if (state_CAL) begin
		if (star_f) begin
			match_f = match_f_ff & back_match_f;
		end
		else begin
			match_f = com_match;
		end
	end
	else begin
		match_f = 0;
	end
end
always @(*) begin
	if (state_CAL) begin
		if (star_f) begin
			pre_match_f = front_or_back && (com_match || star_loc == 'd0);
		end
		else begin
			pre_match_f = 0;
		end
	end
	else begin
		pre_match_f = 0;
	end
end
always @(*) begin
	if (state_CAL) begin
		if (star_f) begin
			back_match_f = !front_or_back & com_match;
		end
		else begin
			back_match_f = 0;
		end
	end
	else begin
		back_match_f = 0;
	end
end
always @(posedge clk or negedge rst_n) begin
	if (!rst_n) begin
		front_or_back <= 1;
	end
	else begin
		if (state_DONE) begin
			front_or_back <= 1;
		end
		else if(pre_match_f) begin
			front_or_back <= 0;
		end
		else if (back_done) begin
			front_or_back <= 1;
		end
	end
end
always @(*) begin
	if (state_CAL) begin
		if (!star_f) begin
			cal_done = match_f || back_done_temp;
		end
		else begin
			cal_done = (match_f && !front_or_back) || pre_done || back_done || (pre_match_f && ((cal_cnt + pat_cnt - star_loc - end_f) >= string_cnt_max) && star_loc != 'd0);
		end
	end
	else begin
		cal_done = 0;
	end
end
endmodule
### run.sh
#!/bin/bash
# OpenROAD 26Q1-2900-gdf79404cd8, Yosys 0.63+post, stock flow scripts
make -C /OpenROAD-flow-scripts/flow DESIGN_CONFIG=/design/flow/config.mk WORK_HOME=/design/flow/orfs finish
### config.mk
export PLATFORM = sky130hd
export DESIGN_NAME = SME
export DESIGN_NICKNAME = SME
export VERILOG_FILES = /design/flow/design.v
export SDC_FILE = /design/flow/constraint.sdc
export NUM_CORES = 4
export LEC_CHECK = 1
export CORE_UTILIZATION = 40
### constraint.sdc
current_design SME

set clk_period 18.5
set clk_io_pct 0.2

create_clock -name clk0 -period $clk_period [get_ports {clk}]

set non_clock_inputs [all_inputs -no_clocks]
set_input_delay [expr $clk_period * $clk_io_pct] -clock clk0 $non_clock_inputs
set_output_delay [expr $clk_period * $clk_io_pct] -clock clk0 [all_outputs]
==> Slide: Implementation Results <==
Run Summary

Status
  – Run-stopping error: [ERROR GRT-0116] Global routing finished with congestion. Check the congestion regions in the DRC Viewer.
  – Outcome: did not finish
  – Stage reached: global routing (5_1_grt)

CTS
  – Inserted Clock Buffers: 45
  – Max clock buf depth: 3
  – Hold-fix buffer count after cts: 0
  – Post-CTS Setup Bufs: 0
  – # H-tree levels: 2
  – Count of instances resized after the clock tree is built: 0
  – Clock Tree Root: clkbuf_16

Final timing
  – Count of unclocked register or latch pins: 3
  – Number of unconstrained endpoints: 6

Yosys
  – Cell accounting for the most synthesized area: dfrtp_1
  – Post-synthesis xor/xnor area fraction: 1.243%
  – Cells after Synth: 6,469
  – Number of enable flip-flop cells: 0
  – Leading post-synthesis cells by instance count: nand2_1, o21ai_0, clkbuf_1, nand3_1, dfrtp_1
  – Synthesized area per cell: 7.331 sq um
  – Dominant register cell: dfrtp_1
  – Count leader, synth: nand2_1
  – Adders+Majority by Area: 4.543%
  – Simple-Gate Area Share: 22.00%
  – Total of warnings raised by yosys: 5
  – # Cells Yosys: 6,469
  – Top area cells in the synthesized netlist: dfrtp_1, nand2_1, o21ai_0
  – Chip Area, Yosys: 47,420 sq um
  – MUX share of area: 6.000%
  – Dominant combinational family: AND-OR/OR-AND gates
  – Register bit total from synthesis: 388
  – Post-synthesis cell type count: 113
  – Area of the mapped netlist: 47,420 sq um
  – Area share of the leading cell type in the synthesized netlist: 18.47%
  – Yosys aoi share: 36.88%
  – Async S/R FF share, synth: 99.23%

Placement
  – Total half-perimeter wirelength after legalization and detailed placement: 288,300 microns
  – Post-placement cell area: 50,380 sq um
  – Cell Count Post-Placement: 7,690
  – Gpl congestion: 1.600
  – Setup slack after placement: 10.29 ns
  – Port Buffers: 18

Global route
  – Wire length of the first global-routing pass: 626,700 microns
  – Vias in the first global route: 66,392
  – Gr ovfl total: 6
  – Global router's overall resource usage: 77.82%
  – Pin count of the biggest net entering global routing: 94

Floorplanning
  – Number of cell rows: 125
  – X dimension of the die: 346.3 microns
  – Number of top-level pins: 19
  – Core utilization before placement: 40.59%
  – Die H: 346.3 microns
==> metrics by stage <==
| step | utilization [%] | power (uW) |
|---|---|---|
| after floorplan | - | 2534 |
| after detailed placement | 43.13 | 3768 |
| after CTS | 44.40 | 4688 |
| after global placement | 43.12 | 3751 |
==> cells by family after synthesis <==
kind of cell,count (synthesis)
mux,264
fa+ha+maj,165
simple gates,2139
flops,385
xor+xnor,57
compound gates,2445
latches,3
buf+inv,1011
==> metal layers <==
metal,overflow,global-route usage [%]
met5,0,55.22
met3,1,71.96
met2,4,84.75
met1,1,82.22
met4,0,66.45
Power figures rest on the tool's default switching activity, not on a simulated workload.
